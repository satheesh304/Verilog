$ cat ./run.sh
#!/bin/bash
# OpenROAD 26Q1-2900-gdf79404cd8, Yosys 0.63+post, stock flow scripts
make -C /OpenROAD-flow-scripts/flow DESIGN_CONFIG=/design/flow/config.mk WORK_HOME=/design/flow/orfs finish
$ cat ./config.mk
export PLATFORM = sky130hd
export DESIGN_NAME = ALU
export DESIGN_NICKNAME = ALU
export VERILOG_FILES = /design/flow/design.v
export SDC_FILE = /design/flow/constraint.sdc
export NUM_CORES = 4
export LEC_CHECK = 1
export CORE_AREA = 10 10 112 112
export DIE_AREA = 0 0 122 122
$ cat ./constraint.sdc
current_design ALU

set clk_period 9.0
set clk_io_pct 0.2

create_clock -name clk0 -period $clk_period

set non_clock_inputs [all_inputs -no_clocks]
set_input_delay [expr $clk_period * $clk_io_pct] -clock clk0 $non_clock_inputs
set_output_delay [expr $clk_period * $clk_io_pct] -clock clk0 [all_outputs]
$ cat ./design.v
module ALU (a,b,op_sel,out);
  input [3:0] a,b;
  input [3:0] op_sel;
  output reg [7:0] out;
  always @(*) begin
    case(op_sel)
       0:out=a+b;     
       1:out=a-b;     
       2:out=a*b;     
       3:out=a/b;     
       4:out=a%b;     
       5:out=a&b;     
       6:out=a|b;     
       7:out=a^b;     
       8:out={4'b0,a~^b};   
       9:out={4'b0,~a};     
       10:out={4'b0,~b};   
       11:out=a<<b;  
       12:out=a>>b;  
       default: out=8'bx;
    endcase
  end
endmodule
==> out/summary.txt <==
clock buffers - 0
Gate power share - 100.0%
Area Growth Syn to Fin - 55.2%
worst-margin pin slew - 0.715 ns
max-slew violation count - 0
AO/OA Area Share - 39.0%
CP max FO - 6
vias in the first global route - 4325
Post-Syn Area per Cell - 7.35 um^2
Adder Area Share - 23.8%
GPL Wtd Cong - 0.960
worst hold path type - in -> out
setup violators final - 8
IO Pins - 20
Switching Share - 44.3%
Slew HR - 52.2%
FP Rows - 37
Initial Utilization - 33.5%
peak supply drop - 0.000159 V
Die Ht - 122 um
clock share of power - 0%
Tcrit/Tclk final - 128%
fin crit period - 11.48 ns
drt pass-1 iters - 5
critical path class - in -> out
Worst path max stage delay - 0.41 ns
Netlist cell types - 84
Main logic family - AND-OR/OR-AND gates
Cells after Synth - 466
grt ovf - 0
Peak Freq - 87.1 MHz
simple share - 23.3%
Worst Setup End Kind - output port
Fin. Hold Viols - 0
initial antenna violation count - 0
largest net degree at the start of global routing - 21
switching power - 388 uW
Core ar. - 0.0102 mm^2
share of post-route cells with drive strength above 1 - 40.6%
initial DRC count - 276
yosys cell count - 466
Non-Filler Instances - 776
register share after synthesis - 0%
CP arrival - 9.68 ns
number of logged tool warnings - 47
dpl cells - 721
RSZ-0062 raised after global routing - true
Leak Pwr - 2.48 nW
startpoint types - input port
ANT nets after route - 0
outcome - finished, violations left
DP HPWL - 9850 um
Seq pwr share - 0%
Yosys chip area - 0.00343 mm^2
setup ws final - -2.48 ns
GRT Overall Usage - 17.5%
Tot Pwr - 876 uW
# port buffers - 20
mux share - 4.27%
WP data required - 7.20 ns
pwr/cell area - 165 mW/mm^2
Yosys Warn Count - 1
Die X - 122 um
DRC violations left - 0
WL/cell - 16.8 um
final wirelength - 13100 um
max-capacitance violation count - 0
first-pass GRT wire length - 21500 um
vias per std cell - 5.52
Slowest cell on crit path - or3_4
failing checks - setup timing
# diodes - 0
die area - 0.0149 mm^2
vias - 4283
flip-flops - 0
register area - 0 um^2
area fraction in xor and xnor cells - 4.09%
internal power - 489 uW
Syn Std Cell Area - 0.00343 mm^2
-- cell type report --
class                           count  area, um^2
Inverter                           29         121
Timing Repair Buffer              190        1460
Multi-Input combinational cell    421        3570
Fill cell                         917        4910
Tap cell                          136         170
-- cell families after synthesis --
group           after synthesis
compound gates              174
fa+ha+maj                    61
mux                          14
xor+xnor                     16
other cells                   1
buf+inv                      48
simple gates                152
-- through the flow --
stage / setup TNS [ns] / utilization (%) / setup WS [ns] / instance area (um^2) / hold slack, ns
after floorplan: -17.97 / - / -2.27 / 3680 / 3.83
after global placement: -24.44 / 46.9 / -3.14 / 4800 / 5.15
after detailed placement: -25.49 / 46.9 / -3.29 / 4800 / 5.13
after CTS: -18.10 / 50.9 / -2.37 / 5210 / 4.41
after global routing: -22.74 / 52.0 / -2.92 / 5320 / 4.44
final: -19.23 / 52.0 / -2.48 / 5320 / 4.41
-- per-layer routing --
| metal | part of all wire [%] | routed length, um | GRT usage [%] |
|---|---|---|---|
| met1 | 48 | 6210 | 24.1 |
| met4 | 3.0 | 395 | 4.69 |
| met2 | 46 | 5990 | 28.8 |
| met3 | 3.6 | 475 | 1.41 |
| met5 | 0 | 0 | 0 |
-- final timing paths --
check | from | endpoint | slack, ns | cells past startpoint
hold / removal | b[2] | out[7] | 4.41 | 7
setup / recovery | b[0] | out[6] | -2.48 | 43
-- power groups by stage --
stage	clock, mW	sequential [mW]	combinational, mW
4_1_cts	0	0	0.826
6_report	0	0	0.876
5_1_grt	0	0	0.946
-- Yosys cell counts (4+ instances only) --
master | count | area [um^2]
nand2_1 | 39 | 146
o31ai_1 | 7 | 52.6
nand4_1 | 8 | 50.1
xnor2_1 | 13 | 114
nand3_1 | 10 | 50.1
o21ai_0 | 30 | 150
o22ai_1 | 6 | 37.5
a21oi_1 | 35 | 175
nand2b_1 | 7 | 43.8
a21o_1 | 10 | 75.1
and3_1 | 4 | 25.0
ha_1 | 53 | 663
mux2_2 | 5 | 56.3
nor2_1 | 36 | 135
nor2b_1 | 4 | 25.0
inv_1 | 28 | 105
a221oi_1 | 5 | 43.8
clkbuf_1 | 12 | 45.0
fa_1 | 7 | 140
o21a_1 | 10 | 75.1
mux2i_1 | 9 | 90.1
a31oi_1 | 7 | 43.8
buf_2 | 4 | 20.0
a211oi_2 | 4 | 50.1
o211ai_1 | 7 | 52.6
nor3_1 | 15 | 75.1
or3_1 | 8 | 50.1
-- critical path: cells and delay by family --
family / cells / cell delay, ns
compound gates: 17 / 2.84
fa+ha+maj: 6 / 1.37
buf+inv: 4 / 0.38
mux: 3 / 0.75
simple gates: 13 / 2.50
-- timing repair --
item,4_1_cts,5_1_grt
pin swaps,35,26
resized,66,7
buffers inserted,46,9
hold buffers,0,0
setup endpoints to repair,8,8
-- placed cells by master, fill, tap and decap left out, types with 10 or more instances in the layout --
cell type,n
a21o_1,10
a21oi_1,31
buf_4,163
ha_1,43
inv_1,24
nand2_1,36
nand3_1,10
nor2_1,35
nor3_1,13
o21ai_0,29
xnor2_1,13
Power and IR drop assume default switching activity.
