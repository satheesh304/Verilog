## flow/run.sh

```bash
#!/bin/bash
# OpenROAD 26Q1-2900-gdf79404cd8, Yosys 0.63+post, stock flow scripts
make -C /OpenROAD-flow-scripts/flow DESIGN_CONFIG=/design/flow/config.mk WORK_HOME=/design/flow/orfs finish
```

## flow/config.mk

```make
export PLATFORM = sky130hd
export DESIGN_NAME = MUL
export DESIGN_NICKNAME = MUL
export VERILOG_FILES = /design/flow/design.v
export SDC_FILE = /design/flow/constraint.sdc
export NUM_CORES = 4
export LEC_CHECK = 1
export CORE_AREA = 10 10 70 70
export DIE_AREA = 0 0 80 80
```

## flow/design.v

```verilog
module MUL(a,b,o);
  input wire [3:0] a,b;
  output wire [7:0] o;
  wire [7:0] O1,O2,O3,O4;
  assign O1= b[0]? a<<0:8'b0;
  assign O2= b[1]? a<<1:8'b0;
  assign O3= b[2]? a<<2:8'b0;
  assign O4= b[3]? a<<3:8'b0;
  assign o=O1+O2+O3+O4;
endmodule
```

## flow/constraint.sdc

```tcl
current_design MUL

set clk_period 2.7
set clk_io_pct 0.2

create_clock -name clk0 -period $clk_period

set non_clock_inputs [all_inputs -no_clocks]
set_input_delay [expr $clk_period * $clk_io_pct] -clock clk0 $non_clock_inputs
set_output_delay [expr $clk_period * $clk_io_pct] -clock clk0 [all_outputs]
```

==> run notes <==
## Outcome
• finished, violations left — status
• negative setup slack — violated checks

## Worst setup path
• 2160 ps — Data required, critical path
• primary output — category of the worst setup path capture point
• adder cells — CP top delay family
• buf_6 -> and2_4 -> fa_1 -> inv_1 -> fa_1 -> inv_2 -> ha_4 -> fa_2 -> a21o_1 -> a21oi_2 -> xnor2_1 -> buf_2 — cell chain of the critical path
• 4 — count of buffering cells on the critical path with inverters included
• in -> out — type of the setup path with the least slack
• 2920 ps — Critical Path AT
• 530 ps — delay contributed by the slowest stage of the critical path
• input pin — startpoint kind of the worst setup timing path
• sky130_fd_sc_hd__fa_1 — most used cell, CP
• 2 — Critical Path Fanout Max
• sky130_fd_sc_hd__fa_1 — critical-path cell with the highest stage delay

## Die
• 0.00640 sq mm — die footprint
• 21 — number of placement rows
• 80 um — vertical die dimension
• 80 um — horizontal extent of the die
• 0.00342 sq mm — area of the core region
• 16 — ports placed on the boundary
• 11.3% — Initial Utilization

## Final layout
• 77.6% — area growth from synthesis to final layout
• 113 — non-filler instance count after layout
• 0 sq um — combined flip-flop and latch cell area
• 684 sq um — post-route cell area
• 20.0% — core occupancy in the finished layout
• 47.8% — share of layout cells above drive strength 1
• 0 — count of flip-flops and latches
• 0 — layout clock buffer count

## Pwr
• 100.0% — share of total power in combinational logic
• 198 mW/mm^2 — Power per Cell Area
• 52.4 uW — net switching power
• 0% — Clock Power Share
• 38.6% — proportion of total power due to net switching
• 0.000365 uW — Leak
• 0% — relative contribution of sequential cells to total power
• 0.0488 mV — peak supply drop
• 83.3 uW — cell internal pwr

## Drt
• 361 — overall via count from detail_route
• 2 — number of iterations in the first detailed-routing pass
• 0 — number of diodes added for antenna fixing
• 0 — post-route antenna net violation count
• 3 — detailed router's first-iteration violation count
• 8.78 um — drt wl/cell
• 0 — DRC violations left
• 3.19 — detailed-route vias per instance
• 992 um — overall routed net length

## Logic synthesis
• 385 sq um — netlist area before placement
• sky130_fd_sc_hd__ha_1 32%, sky130_fd_sc_hd__fa_1 26%, sky130_fd_sc_hd__and2_1 19% — main area contributors after synthesis
• 42 — Mapped Cells
• 9.18 sq um — average cell area after synthesis
• sky130_fd_sc_hd__ha_1 — cell type with the largest total area after synthesis
• 0% — Seq share, synth
• 32.5% — area share of the largest cell type after synthesis
• 0 — Synthesis Warnings
• 42 — yosys cell count
• sky130_fd_sc_hd__and2_1 — Synth top cell by count
• 12 x sky130_fd_sc_hd__and2_1, 10 x sky130_fd_sc_hd__ha_1, 5 x sky130_fd_sc_hd__fa_1 — leading cell types by count after synthesis
• 385 sq um — yosys-reported design area after synthesis
• 10 — library cells used by synthesis

## Timing
• 5 — Setup Viol. Count Final
• 0 — Pins Over Slew Limit
• 128% — share of the clock period used by the worst path after layout
• 289 MHz — f_max
• -762 ps — minimum setup slack in the final design
• 3460 ps — post-layout minimum cycle time
• true — unrepaired setup endpoints after global routing
• 127 ps — Worst Max-Slew Pin Slew
• 0 — final number of hold-violating endpoints
• 91.5% — Slew HR

## GRT
• 0 — antenna violations before repair
• 1750 um — wire length of the first global-routing pass
• 0 — aggregate global routing overflow
• 369 — vias in the first global route
• 5 — pin count of the biggest net entering global routing
• 3.30% — Tot GR Track Use

## Place
• 110 — instance count after placement with tap cells included
• 0.834 — GPL Wtd Cong
• 16 — input/output buffers
• 659 sq um — post-detailed-placement cell area
• 857 um — Detailed Place HPWL

## Clocking
• 0 — number of hold-repair buffers added at the cts stage

## Job
• 0 — Max-cap violations
• 35 — number of warnings in the stage logs

## Worst hold path
• in -> out — worst hold-check path type

-- placed cells by master (no fill, tap or decap) --
cell type and instances:
sky130_fd_sc_hd__and2_1 9, sky130_fd_sc_hd__ha_1 8, sky130_fd_sc_hd__buf_4 8, sky130_fd_sc_hd__buf_2 7, sky130_fd_sc_hd__buf_6 5, sky130_fd_sc_hd__and2_4 3
sky130_fd_sc_hd__nand2_1 3, sky130_fd_sc_hd__inv_1 3, sky130_fd_sc_hd__fa_1 3, sky130_fd_sc_hd__a21o_1 2, sky130_fd_sc_hd__a21oi_2 2, sky130_fd_sc_hd__xnor2_1 2
sky130_fd_sc_hd__fa_2 2, sky130_fd_sc_hd__ha_4 2, sky130_fd_sc_hd__clkdlybuf4s50_1 2, sky130_fd_sc_hd__inv_2 1, sky130_fd_sc_hd__nand2_2 1, sky130_fd_sc_hd__xor2_1 1
sky130_fd_sc_hd__clkbuf_2 1, sky130_fd_sc_hd__dlygate4sd2_1 1, sky130_fd_sc_hd__dlymetal6s2s_1 1
-- power by group through the flow --
stage	Sequential, uW	Clock (uW)	Combinational [uW]
6_report	0	0	136
5_1_grt	0	0	157
4_1_cts	0	0	141
-- stage by stage --
stage	power (uW)	setup TNS (ps)	hold slack, ps	worst slack (ps)
floorplan	51.3	-1150	1150	-499
global route	157	-2800	1700	-824
finish	136	-2560	1630	-762
CTS	141	-2700	1660	-833
detailed placement	138	-6760	2100	-1570
global placement	138	-6780	2100	-1580
-- routing by layer --
| metal | wire, um | share of wire [%] | GRT usage, % |
|---|---|---|---|
| met5 | 0 | 0 | 0 |
| met1 | 581 | 59 | 5.50 |
| met2 | 305 | 31 | 4.17 |
| met3 | 106 | 11 | 0.909 |
| met4 | 0 | 0 | 0 |
-- layout make-up --
type                            count  area (sq um)
Fill cell                         385          2730
Multi-Input combinational cell     38           414
Timing Repair Buffer               25           198
Tap cell                           46          57.6
Inverter                            4          15.0
-- timing repair --
| action | 4_1_cts | 5_1_grt |
|---|---|---|
| pin swaps | 12 | 7 |
| endpoints found under the setup margin | 6 | 6 |
| gates resized | 53 | 4 |
| buffers inserted | 2 | 1 |
-- logic make-up (layout without fill, tap and decap cells) --
group	Yosys count	count (layout)	synth area share, %
AND-OR/OR-AND	4	4	7.47
XOR/XNOR	3	3	6.82
adder cells (fa/ha/maj)	15	15	58.4
buffers and inverters	4	29	3.89
AND/OR/NAND/NOR	16	16	23.4
-- path summary, 6_finish.rpt --
path | from | to | slack (ps) | cells after the start
worst min-delay path | a[1] | o[2] | 1630 | 5
worst max-delay path | b[1] | o[7] | -760 | 12
Power is estimated from default activity; no workload was simulated.
